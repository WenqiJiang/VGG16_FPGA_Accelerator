==> design/flow/design.v <==
module mac(input logic clk,
           input logic [15:0]inputa,
           input logic [15:0]inputb,
           input logic rst_n,
           input logic output_en,
           output logic [15:0]mac_result
           );
    logic [31:0] multi_result;
    logic [31:0] ac_result;
    always_ff@(posedge clk or negedge rst_n)
    begin
      if(rst_n!=1)
      begin
        multi_result='b0;
        ac_result='b0;
        mac_result='b0;
      end
      else
      begin
        if(output_en==1)
        begin
          mac_result=ac_result[31:16];
          ac_result='b0;
        end
        else 
        begin
          multi_result=inputa*inputb;
          ac_result=ac_result+multi_result;
        end
      end
    end
endmodule
==> design/flow/run.sh <==
#!/bin/bash
# OpenROAD 26Q1-2900-gdf79404cd8, Yosys 0.63+post, stock flow scripts
make -C /OpenROAD-flow-scripts/flow DESIGN_CONFIG=/design/flow/config.mk WORK_HOME=/design/flow/orfs finish
==> design/flow/config.mk <==
export PLATFORM = sky130hd
export DESIGN_NAME = mac
export DESIGN_NICKNAME = mac
export VERILOG_FILES = /design/flow/design.v
export SDC_FILE = /design/flow/constraint.sdc
export NUM_CORES = 4
export LEC_CHECK = 1
export CORE_UTILIZATION = 50
==> design/flow/constraint.sdc <==
current_design mac

set clk_period 11.9
set clk_io_pct 0.2

create_clock -name clk0 -period $clk_period [get_ports {clk}]

set non_clock_inputs [all_inputs -no_clocks]
set_input_delay [expr $clk_period * $clk_io_pct] -clock clk0 $non_clock_inputs
set_output_delay [expr $clk_period * $clk_io_pct] -clock clk0 [all_outputs]
==> run summary <==
flow finished, numbers: IO Pins=roughly 51, Clock transition at path regs=about 0.060 ns, Synth Area in Simple Gates=between 10% and 20%, post-synthesis cell count=around 1300, DRT Pass-1 Iters=23, Post-synth top cells=inv_1 (339), fa_1 (225), nand2_1 (166), CP Cell Sequence=clkdlybuf4s50_1 > nand2_1 > fa_1 > inv_1 > fa_1 > inv_1 > fa_1 > inv_1 > fa_1 > fa_1 > inv_1 > fa_1 > inv_1 > ha_1 > a21oi_1 > o21ai_1 > o2bb2ai_1 > or3b_1 > o21ai_1 > mux2_1, fin crit share=between 70% and 80%, xor+xnor area frac=about 1.2%, Crit path required time=around 12 ns, Post-Synth AOI/OAI Area=around 5.6%, YS warnings=1, fin util=between 50% and 60%, Critical Path Most Common Cell=fa_1, Root Buffer=clkbuf_16, signal arrival time at the worst endpoint=between 8 and 9 ns, number of antenna diodes=0, status=completed, Largest logic family=adder cells, Synth top cell by count=inv_1, reg2reg start=ac_result[9]$_DFF_PN0_, Seq/Total Area, Yosys=between 10% and 20%, synthesized cell area=0.0112 mm², row count=around 54, die width=152 µm, placed cells=between 1500 and 2000, 1st-iter DRT viols=about 380, worst reg2reg path depth=15, register-to-register setup slack=around 7.4 ns, clk latency of the worst-skew pair=0.30 ns, fill count=about 2100, CP max stage cell=clkdlybuf4s50_1, adder share=about half, top cells, area=fa_1 (40%), inv_1 (11%), ha_1 (11%), main flop type=dfrtp_1, die height=~150 µm, Tot GR Track Use=26.4%, core box area=about 0.022 mm², largest buffer count on any clock path=2, hold_sp=mac_result[13]$_DFFE_PN0P_, Top cell area share=about 40%, Hold EP=mac_result[13]$_DFFE_PN0P_, distinct lib cells=approximately 52, Routed WL=about 25 mm, tool warnings=25, wire length per cell=~16 µm, MaxCap Viol Count=0, Cells on Worst Hold Path=1, Slew Viols, Final=0, yosys cell count=around 1300, htree depth=2, Worst slew margin=roughly 47%, post-cts resize count=0, Routed Antenna Nets=0, CP Class=primary input to flop, reg2reg end=ac_result[30]$_DFF_PN0_, final hold violations=0, FMAX=roughly 120 MHz, FP Core Util=around half, post-route minimum period=8.50 ns, Post-CTS Repair Setup Buffers=0, Post-Layout Cell Count=between 1500 and 2000, Worst Setup Start Kind=primary input, hold buffer count at CTS=0, number of enable flip-flop cells=0, #FFs+latches synth=roughly 48, Chip Area=approximately 0.023 mm², Worst path max stage delay=a little under 1 ns, Critical Path Sink Type=flop, share of cells above drive strength 1=between 2 and 3%, cell type with the largest total area=fa_1, syn_area_per_cell=around 8.9 µm², worst hold margin=around 0.51 ns, Post-DP HPWL=20.8 mm, Yosys chip area=0.0112 mm², initial antenna violation count=0, Layout area overhead=7.32%, Vias/cell=roughly 5, Slew @ Worst Pin=0.798 ns, CP max FO=16, residual DRC count=0, Num CTS Buffers=5, via count=just under 8000, clock sinks=approximately 48, first-pass GRT wire length=around 45 mm, Synth async-reset ratio=around 100%, vias in the first global route=8459, GPL Wtd Cong=about 0.92, CTS tree=built, largest net degree at the start of global routing=roughly 60, final setup fails=0, MUX area fraction=about 2%, TNS Setup=0 ns, HP Class=flop to flop, unrepaired setup endpoints after global routing=false, remaining global-route overflow=0, PortBufs=roughly 50, clock skew=between 0.01 and 0.015 ns
==> sequential cells by signal (all words and copies together), names as in the netlist <==
signal      cells
ac_result      32
mac_result     16
==> cells by family (layout without fill, tap and decap cells) <==
group                      after synthesis  in the layout
buffers and inverters                  384            399
and+or+nand+nor                        377            377
adders and majority gates              324            324
AOI/OAI and AO/OA                       94             94
DFF                                     48             48
muxes                                   20             20
xor gates and xnor gates                15             15
==> cell usage in the layout, fill, tap and decap left out, types with 6 or more instances in the layout <==
| cell | count |
|---|---|
| a21o_1 | 10 |
| a21oi_1 | 32 |
| and2_1 | 119 |
| clkdlybuf4s50_1 | 48 |
| dfrtp_1 | 48 |
| fa_1 | 225 |
| ha_1 | 99 |
| inv_1 | 339 |
| mux2_2 | 16 |
| nand2_1 | 166 |
| nand3_1 | 6 |
| nand4_1 | 11 |
| nor2_1 | 28 |
| nor2b_1 | 11 |
| nor3_1 | 18 |
| o21a_1 | 8 |
| o21ai_0 | 6 |
| o21ai_1 | 12 |
| xnor2_1 | 9 |
| xor2_1 | 6 |
==> critical path, delay by kind of cell <==
family	cells	cell delay, ns
multiplexers	1	0.33
adder cells (fa/ha/maj)	7	3.40
AND-OR/OR-AND	4	0.74
buffers and inverters	6	1.25
AND/OR/NAND/NOR	2	0.55
==> worst max-delay path by stage <==
stage,endpoint,cells after the start,from,slack (ns)
4_1_cts,ac_result[30]$_DFF_PN0_,20,inputb[7],3.40
5_1_grt,ac_result[30]$_DFF_PN0_,20,inputa[7],3.06
6_report,ac_result[30]$_DFF_PN0_,20,inputa[7],3.40
==> metal layers <==
metal	share of wire [%]	wire, µm	vias up	global-route usage [%]
li1	-	-	3751	-
met1	48	12200	3827	44.9
met2	42	10800	237	36.6
met3	8.7	2210	11	9.18
met4	0.81	205	0	1.85
met5	0	0	-	0
==> final cells by class <==
type | count | area, µm² | area share, %
Tap cell | 280 | 350 | 2.91
Sequential cell | 48 | 1200 | 9.96
Inverter | 339 | 1270 | 10.6
Timing Repair Buffer | 53 | 513 | 4.25
Clock inverter | 2 | 12.5 | 0.104
Clock buffer | 5 | 125 | 1.04
Multi-Input combinational cell | 830 | 8580 | 71.2
==> stage by stage <==
| stage | instance area [µm²] | setup WS, ns |
|---|---|---|
| after floorplan | 11200 | 4.32 |
| after global placement | 11900 | 3.08 |
| after detailed placement | 11900 | 3.15 |
| after CTS | 12100 | 3.40 |
| after global routing | 12100 | 3.06 |
| final | 12100 | 3.40 |
