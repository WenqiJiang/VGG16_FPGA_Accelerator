## flow/run.sh

```bash
#!/bin/bash
# OpenROAD 26Q1-2900-gdf79404cd8, Yosys 0.63+post, stock flow scripts
make -C /OpenROAD-flow-scripts/flow DESIGN_CONFIG=/design/flow/config.mk WORK_HOME=/design/flow/orfs finish
```

## flow/config.mk

```make
export PLATFORM = sky130hd
export DESIGN_NAME = weight_buffer
export DESIGN_NICKNAME = weight_buffer
export VERILOG_FILES = /design/flow/design.v
export SDC_FILE = /design/flow/constraint.sdc
export NUM_CORES = 4
export LEC_CHECK = 1
export CORE_UTILIZATION = 30
```

## flow/constraint.sdc

```tcl
current_design weight_buffer

set clk_period 4.3
set clk_io_pct 0.2

create_clock -name clk0 -period $clk_period [get_ports {clk}]

set non_clock_inputs [all_inputs -no_clocks]
set_input_delay [expr $clk_period * $clk_io_pct] -clock clk0 $non_clock_inputs
set_output_delay [expr $clk_period * $clk_io_pct] -clock clk0 [all_outputs]
```

## flow/design.v

```verilog
module weight_buffer(input logic clk,
                   input logic rst_n,
                   input logic [47:0]parallel_in,
                   output logic [15:0]series_out);
logic [15:0]mem[2:0];
logic [1:0]counter;
always_ff@(posedge clk or negedge rst_n)
begin
if (rst_n!=1)
begin
mem[1]='b0;
mem[2]='b0;
mem[0]='b0;
counter='b0;
series_out='b0;
end
else 
begin
if (counter==0)
begin
mem[0]=parallel_in[15:0];
mem[1]=parallel_in[31:16];
mem[2]=parallel_in[47:32];
series_out=mem[0];
counter=counter+1;
end
else if (counter==1)
begin
series_out=mem[1];
counter=counter+1;
end
else if(counter==2)
begin
series_out=mem[2];
counter=0;
end
end
end
endmodule
```

==> impl_metrics.env <==
# physical design summary
export IMPL_status="finished clean"
export IMPL_drt_iter0_drc=49
export IMPL_worstHoldStart="mem[1][4]$_DFFE_PN0P_"
export IMPL_cp_num_buf_inv=1
export IMPL_grt_max_degree=51
export IMPL_critPathKind="flop to primary output"
export IMPL_syn_inst=108
export IMPL_num_rows=29
export IMPL_fin_area_um2=2878
export IMPL_gp_congestion=0.7952
export IMPL_drcViolationCount=0
export IMPL_syn_area_um2=2073
export IMPL_cpPeakStageDelay_ns=0.48
export IMPL_grt_antenna_before_repair=0
export IMPL_ys_types=12
export IMPL_grt_usage=0.1216
export IMPL_preCtsSetupSlack_ns=2.377
export IMPL_setup_violations=0
export IMPL_ys_ff=50
export IMPL_yosys_area_um2=2073
export IMPL_crit_chain="clkdlybuf4s50_1"
export IMPL_top_cell_area_share=0.6035
export IMPL_fillerInstances=553
export IMPL_p_leak_nw=1.146
export IMPL_diodes=0
export IMPL_numCtsBuffers=5
export IMPL_synth_seq_share=0.6035
export IMPL_cts_tree="yes"
export IMPL_die_w_um=85.13
export IMPL_hold_viol=0
export IMPL_xor_share=0.004225
export IMPL_fp_util=0.3192
export IMPL_period_used=0.4653
export IMPL_crit_arrival_ns=1.14
export IMPL_vias_per_cell=4.791
export IMPL_cts_num_sinks=50
export IMPL_clk_latency_ns=0.30
export IMPL_top_layer_used="met4"
export IMPL_root_buffer="clkbuf_8"
export IMPL_combGateArea_um2=759.5
export IMPL_timing_rr_start="counter[0]$_DFFE_PN0P_"
export IMPL_io_buffers=65
export IMPL_cts_htree_levels=2
export IMPL_skew_ns=0.007384
export IMPL_grt_overflow_total=0
export IMPL_cts_resized=0
export IMPL_start_kind="flop"
export IMPL_clk_pin_slew_ns=0.08
export IMPL_wirelength_um=4064
export IMPL_endpoint_kind="primary output"
export IMPL_regArea_um2=1251
export IMPL_die_h_um=85.13
export IMPL_ys_sh_aoi=0
export IMPL_dr_total_vias=1217
export IMPL_core_um2=6495
export IMPL_r2r_end="mem[1][15]$_DFFE_PN0P_"
export IMPL_required_ns=3.44
export IMPL_synth_top_cell_by_area="dfrtp_1"
export IMPL_worst_slack_ns=2.299
export IMPL_yosys_cells=108
export IMPL_io_pins=66
export IMPL_route_met3_wl_um=343
export IMPL_yosysWarnings=2
export IMPL_drt_met1_wl_um=1974
export IMPL_post_drt_wl_per_cell_um=16.00
export IMPL_final_core_util=0.4431
export IMPL_holdPathEnd="mem[1][4]$_DFFE_PN0P_"
export IMPL_period_minus_slack_ns=2.001
export IMPL_yosys_top_cells_area="dfrtp_1 (60%), mux2_2 (16%), mux4_2 (12%), mux4_1 (6.3%), buf_4 (1.1%)"
export IMPL_holdPathStages=1
export IMPL_syn_to_final_growth_pct=38.81
export IMPL_regToRegSetupSlack_ns=2.40
export IMPL_drt_pass1_iter_count=4
export IMPL_grt_pass1_wl_um=6596
export IMPL_muxShareOfSynthArea=0.3567
export IMPL_clockBufferDepth=2
export IMPL_drtAntennaViolNets=0
export IMPL_holdBufCountCts=0
export IMPL_die_area_um2=7247
export IMPL_tightest_slew_ns=0.6283
export IMPL_wl_met2_um=1678
export IMPL_ys_top_logic_family="multiplexers"
export IMPL_simple_gate_area_frac=0.005432
export IMPL_rsz0062_at_grt="no"
export IMPL_cap_violations=0
export IMPL_hold_class="flop to flop"
export IMPL_critPathLaunch="series_out[4]$_DFFE_PN0P_"
export IMPL_place_hpwl_um=2757
export IMPL_slowest_stage="clkdlybuf4s50_1"
export IMPL_reg2reg_depth=4
export IMPL_critPathMaxFanout=2
export IMPL_grt_pass1_vias=1297
export IMPL_slew_viol_final=0
export IMPL_power_density_nw_per_um2=304.7
export IMPL_ys_sh_adder=0
export IMPL_fmax_mhz=499.8
export IMPL_critPathTopFamily="buffers and inverters"
export IMPL_openroad_warnings=25
export IMPL_post_cts_buffers=0
export IMPL_vdd_ir_drop_max_mv=0.1442
export IMPL_drive_above_1_share=0.3107
export IMPL_tns_ns=0
export IMPL_syn_avg_cell_area_um2=19.20
export IMPL_placed_area_um2=2783
export IMPL_slew_headroom=0.5811
[registers in the layout (all words and copies together) (netlist names)]
register and flops:
counter 2, mem 32, series_out 16
[cell usage in the layout (no fill, tap or decap)]
| master | synthesis | layout |
|---|---|---|
| buf_2 | 2 | 1 |
| buf_4 | 3 | 4 |
| clkbuf_8 | 0 | 6 |
| clkdlybuf4s50_1 | 0 | 64 |
| clkinv_2 | 0 | 1 |
| clkinvlp_4 | 0 | 1 |
| dfrtp_1 | 50 | 50 |
| mux2_1 | 2 | 2 |
| mux2_2 | 30 | 30 |
| mux4_1 | 5 | 5 |
| mux4_2 | 11 | 11 |
| nor2_4 | 1 | 1 |
| xnor2_1 | 1 | 1 |
[routing by layer]
metal | GRT usage | vias to the layer above
met5 | 0 | -
met4 | 0.01695 | 0
met3 | 0.03850 | 7
met1 | 0.2030 | 599
met2 | 0.1694 | 63
li1 | - | 548
[worst max path at each step]
stage,endpoint,depth (start not counted)
finish,series_out[4],1
global route,series_out[7],1
CTS,series_out[4],1
[report_power, final]
group,switching [mW],leakage (nW),internal [mW],total (mW)
logic,0.0219,0.511,0.0708,0.0927
clock network,0.151,0.0472,0.129,0.280
registers,0.0113,0.588,0.493,0.504
[through the flow]
stage / instances / hold WS, ns / total power [mW]
floorplan: 108 / 0.4524 / 0.5314
global route: 254 / 0.5208 / 0.9172
global placement: 246 / 0.4681 / 0.6060
finish: 254 / 0.4905 / 0.8768
detailed placement: 246 / 0.4779 / 0.6071
CTS: 254 / 0.4978 / 0.8909
[cells in the mapped netlist]
cell      count
dfrtp_1      50
mux2_2       30
mux4_2       11
mux4_1        5
buf_4         3
buf_2         2
mux2_1        2
buf_6         1
buf_8         1
clkbuf_1      1
nor2_4        1
xnor2_1       1
[cells by family (layout without fill, tap and decap cells)]
kind of cell	after synthesis	after routing
flip-flops	50	50
multiplexers	48	48
buffers and inverters	8	77
XOR/XNOR	1	1
AND/OR/NAND/NOR	1	1
[layout make-up]
type                       instances  share of cell area
multi-input combinational         50              0.2639
sequential                        50              0.4348
clock inverter                     2            0.004348
clock buffer                       6             0.02870
tap                               77             0.03348
timing repair buffer              69              0.2348
No activity file was given, so power comes from the tool's default toggle rates.
